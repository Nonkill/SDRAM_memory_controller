==> design/flow/design.v <==
module memory_controller
#(
    parameter BANK_NUM = 2,
    parameter ROW_DEPTH = 13,                  
    parameter COLUMN_DEPTH = 9                  
)
( ADR_IN, ADR_OUT, BDR_IN, BDR_OUT, RE_IN,  WE_IN, WE_OUT, NRST, CLK, RDY, CKE, CS, RAS, CAS, DIRECTION);
localparam CAS_LATENCY = 7;           
localparam REFR_TIME = 9142000;       
localparam RP_TIME = 3;               
localparam RC_TIME = 9;               
localparam RCD_TIME = 3;
localparam DPL_TIME =  2;              
localparam MRS_TIME = 2;
localparam init_delay  =  14290;     
input  wire  [ ROW_DEPTH + COLUMN_DEPTH - 1 : 0 ]    ADR_IN;
input  wire  [ BANK_NUM - 1 : 0 ]                    BDR_IN;
input  wire                                          RE_IN;
input  wire                                          WE_IN;
input  wire                                          NRST;
input  wire                                          CLK;
output reg   [ ROW_DEPTH - 1 : 0 ]                   ADR_OUT;
output reg   [ BANK_NUM - 1 : 0]                     BDR_OUT;
output reg                                           RDY;
output reg                                           CKE;
output reg                                           CS;           
output reg                                           RAS;          
output reg                                           CAS;          
output reg                                           WE_OUT;       
output wire                                          DIRECTION;
localparam [3:0] INIT_HOLD      =  4'b0000;
localparam [3:0] PRECHARGE      =  4'b0001;
localparam [3:0] PRECHARGE_ALL  =  4'b0010;
localparam [3:0] IDLE           =  4'b0011;
localparam [3:0] AUTO_REFR      =  4'b0100;
localparam [3:0] MRS            =  4'b0101;
localparam [3:0] ACTIVE         =  4'b0110;
localparam [3:0] READ           =  4'b0111;
localparam [3:0] WRITE          =  4'b1000;
localparam [3:0] BST            =  4'b1001;
reg [3:0] state, next_state;
reg [$clog2(REFR_TIME) - 1: 0] counter, counter_db;
reg init_flag;
reg MRS_flag;
reg ACTIVE_flag;
reg PRECHARGE_flag;
reg WE_RE_flag;
assign DIRECTION = ~(state == WRITE);
always @(posedge CLK or negedge NRST) 
    begin
        if (!NRST) begin
            state       <= INIT_HOLD;
            init_flag   <= 1;
            MRS_flag    <= 0;
            ACTIVE_flag <= 0;
            PRECHARGE_flag <= 0;
            WE_RE_flag  <= 0;
            counter     <= 0;
            counter_db  <= 0;
            end
        else  begin
            state <= next_state;
            counter <= counter + 1;                        
        if  ((next_state == PRECHARGE_ALL && state != PRECHARGE_ALL) 
             || 
             (next_state == AUTO_REFR && state != AUTO_REFR)
             ||
             (next_state == PRECHARGE && state != PRECHARGE)
             ||
             (next_state == WRITE && state != WRITE)
             ||
             (next_state == READ && state != READ)
             ||
             (next_state == ACTIVE && state != ACTIVE)
             ||
             (next_state == MRS && state != MRS)
             ||
             (next_state == IDLE && state == PRECHARGE)
             ) 
            counter_db <= counter;
        if (state == IDLE && (init_flag && !MRS_flag))
            MRS_flag <= 1;
        if (state == IDLE && (init_flag && MRS_flag))
            MRS_flag <= 0;
        if (state == MRS)
            init_flag <= 0;
        if (state == ACTIVE)
            ACTIVE_flag <= 1;
        if (state == IDLE && (next_state == WRITE  || next_state == READ))
            ACTIVE_flag <= 0;
        if (state == BST)
            PRECHARGE_flag <= 1;
        if (state == PRECHARGE)
            PRECHARGE_flag <= 0;
        if (WE_IN)
            WE_RE_flag <= 1;         
        else if (RE_IN)
            WE_RE_flag <= 0;         
        else 
            WE_RE_flag <= WE_RE_flag;
        end
    end
always @(*)
    begin
        next_state = state;
        case (state)
            INIT_HOLD:      begin
                            if ( counter >= init_delay )
                                next_state = PRECHARGE_ALL;
                            CKE = 1;
                            RAS = 1;
                            CS = 0;
                            CAS = 1;
                            WE_OUT = 1;
                            RDY = 0;
                            ADR_OUT  = 13'b0;
                            BDR_OUT = BDR_IN;
            end
            IDLE:           begin
                            if ( counter >= REFR_TIME )
                                next_state = AUTO_REFR;
                            if ( init_flag && !MRS_flag ) 
                                next_state = AUTO_REFR;
                            if ( init_flag && MRS_flag ) 
                                next_state = MRS;
                            if ( (RE_IN || WE_IN) && !ACTIVE_flag && !PRECHARGE_flag && ((counter - counter_db) >= RP_TIME) ) begin
                                next_state = ACTIVE;
                            end
                            if ( WE_RE_flag && ACTIVE_flag && ((counter - counter_db) > RCD_TIME))
                                next_state = READ;
                            if ( ~WE_RE_flag && ACTIVE_flag && ((counter - counter_db) > RCD_TIME))
                                next_state = WRITE;
                            if ( PRECHARGE_flag && ((counter - counter_db) > DPL_TIME + 2))
                                next_state = PRECHARGE;
                            ADR_OUT  = 13'b0;
                            BDR_OUT = BDR_IN;
                            CKE = 1;
                            CS = 0;
                            RAS = 1;
                            CAS = 1;
                            WE_OUT = 1;
                            if (ACTIVE_flag || init_flag || PRECHARGE_flag || (counter >= REFR_TIME ))
                                RDY = 0;
                            else
                                RDY = 1;
            end
            PRECHARGE:      begin
                            if ( (counter - counter_db) >= RP_TIME ) 
                                    next_state = IDLE;
                            ADR_OUT [12:0] = { 2'b0, 1'b0 , 10'b0 };
                            BDR_OUT = BDR_IN;
                            CKE = 1;
                            CS = 0;
                            RAS = 0;
                            CAS = 1;
                            WE_OUT = 0;
                            RDY = 0;
            end
            PRECHARGE_ALL:  begin
                            if ( (counter - counter_db) >= RP_TIME ) begin
                                if ( init_flag )
                                    next_state = AUTO_REFR;
                                else
                                    next_state = IDLE;
                            end
                            ADR_OUT [12:0] = { 2'b0, 1'b1 , 10'b0 };
                            BDR_OUT = BDR_IN;
                            CKE = 1;
                            CS =  0;
                            RAS = 0;
                            CAS = 1;
                            WE_OUT = 0;
                            RDY = 0;
            end
            AUTO_REFR:      begin
                            if ( (counter - counter_db) >= RC_TIME ) begin
                                next_state = IDLE;
                            end
                            ADR_OUT  = 13'b0;
                            BDR_OUT = BDR_IN;
                            CKE = 1;
                            CS = 0;
                            RAS = 0;
                            CAS = 1;
                            WE_OUT = 0;
                            RDY = 0;
            end
            MRS:            begin
                                next_state = IDLE;
                            if   ( init_flag ) begin
                                BDR_OUT = BDR_IN;
                                ADR_OUT = 13'b000_0_00_011_0_111;
                            end
                            else begin
                                BDR_OUT = BDR_IN;
                                ADR_OUT = 13'b000_0_00_011_0_111;
                            end    
                            CKE = 1;
                            CS = 0;
                            RAS = 0;
                            CAS = 0;
                            WE_OUT = 0;
                            RDY = 0;
            end
            ACTIVE:         begin
                            next_state = IDLE;
                            BDR_OUT = BDR_IN;
                            ADR_OUT [12:0] = ADR_IN [ ROW_DEPTH + COLUMN_DEPTH - 1 -: ROW_DEPTH - 1]; 
                            CKE = 1;
                            CS = 0;
                            RAS = 0;
                            CAS = 1;
                            WE_OUT = 1;
                            RDY = 0;
            end
            READ:           begin
                            next_state = BST;
                            BDR_OUT = BDR_IN;
                            ADR_OUT [12:0] = { 4'b0 , ADR_IN [ COLUMN_DEPTH - 1 : 0 ] };
                            CKE = 1;
                            CS = 0;
                            RAS = 1;
                            CAS = 0;
                            WE_OUT = 1;
                            RDY = 0;
            end 
            WRITE:          begin
                            next_state = BST;
                            BDR_OUT = BDR_IN;
                            ADR_OUT [12:0] = { 4'b0 , ADR_IN [ COLUMN_DEPTH - 1 : 0 ] };
                            CKE = 1;
                            CS = 0;
                            RAS = 1;
                            CAS = 0;
                            WE_OUT = 0;
                            RDY = 0;
            end
            BST:       begin
                            next_state = IDLE;
                            BDR_OUT = BDR_IN;
                            ADR_OUT [12:0] = { 4'b0 , ADR_IN [ COLUMN_DEPTH - 1 : 0 ] };
                            CKE = 1;
                            CS = 0;
                            RAS = 1;
                            CAS = 1;
                            WE_OUT = 0;
                            RDY = 0;
            end
            default:        begin
                            next_state = IDLE;
                            ADR_OUT  = 13'b0;
                            BDR_OUT = BDR_IN;
                            CKE = 1;
                            CS = 0;
                            RAS = 1;
                            CAS = 1;
                            WE_OUT = 1;
                            RDY = 0;
            end
        endcase
    end
endmodule
==> design/flow/run.sh <==
#!/bin/bash
# OpenROAD 26Q1-2900-gdf79404cd8, Yosys 0.63+post, stock flow scripts
make -C /OpenROAD-flow-scripts/flow DESIGN_CONFIG=/design/flow/config.mk WORK_HOME=/design/flow/orfs finish
==> design/flow/config.mk <==
export PLATFORM = sky130hd
export DESIGN_NAME = memory_controller
export DESIGN_NICKNAME = memory_controller
export VERILOG_FILES = /design/flow/design.v
export SDC_FILE = /design/flow/constraint.sdc
export NUM_CORES = 4
export LEC_CHECK = 1
export CORE_UTILIZATION = 50
==> design/flow/constraint.sdc <==
current_design memory_controller

set clk_period 7.5
set clk_io_pct 0.2

create_clock -name clk0 -period $clk_period [get_ports {CLK}]

set non_clock_inputs [all_inputs -no_clocks]
set_input_delay [expr $clk_period * $clk_io_pct] -clock clk0 $non_clock_inputs
set_output_delay [expr $clk_period * $clk_io_pct] -clock clk0 [all_outputs]
==> run summary <==
Drt drc - 0
Status - completed
Die width - 99.7 um
GPL Wtd Cong - 0.956
Worst R2R Setup Slack - 2040 ps
Fin crit period - 5460 ps
CP Launch Type - register
Worst Setup EP - counter_db[18]
Post-detail-place hpwl - 8440 um
Reg2Reg Launch Point - counter[0]
Worst path arrival time - 5690 ps
Root buffer cell - clkbuf_8
All-Layer GR Usage - 24.6%
Lkg Pwr - 0.00265 uW
Yosys cell count - 535
Adder Area Share - 7.24%
Final ANT Viol Nets - 0
Initial Utilization - 51.6%
Dominant combinational family - simple AND/OR/NAND/NOR gates
TritonCTS buffer count - 9
Commonest flop - dfrtp_1
Post-DR wirelength/cell - 16.0 um
Pwr dens - 336 nW/um2
Core Rows - 35
Via-to-Cell Ratio - 5.74
DR vias - 4,009
Router iterations before antenna repair - 4
Max_cap viols - 0
Peak VDD IR - 0.339 mV
Cts repair resizes - 0
Vias in the first global route - 3,806
AND/OR/NAND/NOR Cells, Area Fraction - 20.1%
Post-Syn Instances - 535
Grt ovf - 0
Finished Cell Area - 5400 um2
Crit-path max FO - 24
Post-synth EDFFs - 0
Ports - 50
Compound-gate portion of the synthesized area - 19.6%
Die height - 99.7 um
Clk_skew - 7.92 ps
Placed Instance Area - 5220 um2
Initial antenna violation count - 0
R2R depth - 18
Setup tns final - 0 ps
Tool warnings - 28
Fin crit share - 72.8%
Hold path cells - 2
Chip area - 9930 um2
Core footprint - 9240 um2
Number of diodes - 0
RSZ-0062 raised after global routing - false
Final setup fails - 0
DRT iter0 DRCs - 182
IO Port Bufs - 41
Ys flops - 63
Crit path required time - 7730 ps
Hold_buf cts - 0
Async SR Flop Fraction - 100%
Largest net degree at the start of global routing - 59
Yosys synthesis chip area - 4770 um2
H-Tree Depth - 3
Dominant logic cell type in the layout - dfrtp_1
Clock slew at reported path FFs - 70 ps
Fin. max-slew vios - 0
Setup crit end kind - register
Upper clock frequency limit - 183 MHz
Critical Setup Path Class - reg2reg
Hold Crit Class - reg2reg
Yosys warnings - 1
Hold Fails Final Rpt - 0
Post-synthesis sequential area ratio - 33.1%
Top Layout Cells - 61 x dfrtp_1, 47 x nand2_1, 43 x nor2_1, 40 x inv_1, 40 x clkdlybuf4s50_1
Share of cells above drive strength 1 - 8.79%
CTS Sinks - 63
Cell Type Count - 72
Mapped Avg Cell Area - 8.92 um2
Least-Margin Pin Slew - 734 ps
FILL cells - 810
P&R area growth vs syn - 13.1%
Clk latency of the worst-skew pair - 340 ps
Setup Fix Bufs, Post-CTS - 0
First-pass GRT wire length - 18,900 um
Reg-to-Reg End - counter_db[18]
XOR/XNOR Fraction of Synth Area - 6.24%
Total Wirelength - 11,200 um
Clock Tree Buf Depth - 2
Relative max-transition margin - 51.1%
TritonCTS clock tree - done
Crit path launch - counter[0]
Syn Std Cell Area - 4770 um2
Mux frac, synth - 7.56%
==> per-stage QoR <==
stage	worst slack, ps	hold WS, ps	util, %	cells	total power [uW]
floorplan	3040	451	-	536	1350
global placement	2120	475	56.5	683	1560
detailed placement	2080	476	56.5	683	1560
CTS	2050	488	58.4	698	1830
global route	1800	506	58.4	698	1960
finish	2040	484	58.4	698	1810
==> layout make-up <==
cell class	instances	area, um2	area share [%]
multi-input combinational	408	2910	54.0
sequential	63	1580	29.3
timing repair buffer	43	420	7.79
tap	129	161	2.99
inverter	40	150	2.78
clock buffer	10	138	2.55
clock inverter	5	35.0	0.649
==> power breakdown <==
group	switching, uW	internal (uW)
clock	131	126
combinational	632	526
sequential	27.1	371
==> worst min-delay path by stage <==
| stage | end | slack, ps | start |
|---|---|---|---|
| 4_1_cts | state[0] | 490 | state[0] |
| 5_1_grt | state[0] | 510 | state[0] |
| 6_report | state[0] | 480 | state[0] |
==> cells in the mapped netlist, drive strengths merged (3+ instances only) <==
master    n  area [um2]
inv      40         150
nand3    15        75.1
and2      7        43.8
a2111oi   3        26.3
mux2     23         330
o22ai     3        18.8
xor2     13         114
dfrtp    61        1530
or3       4        25.0
or4       3        22.5
nand4    15         109
buf      10        76.3
o21ai    23         119
a211o     4        35.0
mux2i     3        30.0
nand2b    7        43.8
nand2    47         176
a21o     14         105
nor2b     3        26.3
nor3b     4        30.0
nor4      4        25.0
nor2     43         161
clkbuf   15        56.3
a211oi    7        52.6
nor3     15        75.1
xnor2    21         184
ha       26         325
a221o     6        60.1
o211ai    4        43.8
a22o      4        35.0
o21a      5        37.5
and3     10        62.6
a31oi     6        37.5
a21oi    27         135
o21bai    3        22.5
==> sequential cells by signal (all words and copies together) (netlist names) <==
register        flops
ACTIVE_flag         1
MRS_flag            1
PRECHARGE_flag      1
WE_RE_flag          1
counter            24
counter_db         24
init_flag           1
state              10
==> critical path: stages (launching register included) <==
cell       delay, ps
dfrtp_1          390
inv_1            110
ha_1             230
fa_1             440
nor2b_4          160
o31ai_2          120
a2111o_1         500
a21oi_1          200
mux2i_1           90
a2111oi_0        390
and4b_1          510
nand4_4          200
a21o_1           210
a211o_1          320
nor4b_1          430
o21ai_2          130
o211ai_4          90
buf_4            430
mux2_2           390
==> per-layer routing <==
| layer | part of all wire, % | wire length [um] | global-route usage (%) |
|---|---|---|---|
| met1 | 49 | 5430 | 39.7 |
| met2 | 44 | 4900 | 36.6 |
| met3 | 6.0 | 669 | 4.36 |
| met4 | 1.7 | 188 | 3.62 |
| met5 | 0 | 0 | 0 |
==> cells by family after synthesis <==
kind of cell,after synthesis
simple gates,187
flops,63
fa+ha+maj,27
buf+inv,65
compound gates,131
other cells,2
xor+xnor,34
mux,26
Power figures rest on the tool's default switching activity, not on a simulated workload.
