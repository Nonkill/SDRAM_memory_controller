==> ./run.sh <==
#!/bin/bash
# OpenROAD 26Q1-2900-gdf79404cd8, Yosys 0.63+post, stock flow scripts
make -C /OpenROAD-flow-scripts/flow DESIGN_CONFIG=/design/flow/config.mk WORK_HOME=/design/flow/orfs finish
==> ./config.mk <==
export PLATFORM = sky130hd
export DESIGN_NAME = march
export DESIGN_NICKNAME = march
export VERILOG_FILES = /design/flow/design.v
export SDC_FILE = /design/flow/constraint.sdc
export NUM_CORES = 4
export LEC_CHECK = 1
export CORE_UTILIZATION = 40
==> ./constraint.sdc <==
current_design march

set clk_period 7.3
set clk_io_pct 0.2

create_clock -name clk0 -period $clk_period [get_ports {CLK}]

set non_clock_inputs [all_inputs -no_clocks]
set_input_delay [expr $clk_period * $clk_io_pct] -clock clk0 $non_clock_inputs
set_output_delay [expr $clk_period * $clk_io_pct] -clock clk0 [all_outputs]
==> ./design.v <==
`timescale 1 ns/100 ps
`default_nettype none
module march
    #(
        parameter                                   ADR_WIDTH    =   22,   
        parameter                                   DATA_WIDTH   =   16,   
        parameter                                   ITERATION    =   5,     
        parameter                                   POWER_OF_THE_CHECKED_ADRESSES = 6    
    )
    (
        input   wire                                CLK,                  
        input   wire                                NRESET,               
        input   wire                                MEM_RDY,              
        input   wire    [ DATA_WIDTH - 1 :  0 ]     DI,                   
        output  wire    [ ADR_WIDTH - 1 :  0  ]     A,                    
        output  wire    [ DATA_WIDTH - 1 :  0 ]     DO,                   
        output  wire                                WE,                   
        output  wire                                RE,                   
        output  wire                                RDY,                  
        output  wire                                FLAG,                 
        output  wire    [ ADR_WIDTH - 1 :  0 ]      ADDR_ERR,             
        output  wire                                VALUE_ERR,            
        output  wire                                VALUE_EXP             
    );
wire                w_en_r_addr;
wire                w_sclr_r_addr;
wire                w_en_r_counter;
wire                w_sclr_r_counter;
wire                w_en_r_iter;
wire                w_en_r_do;
wire                w_en_r_addr_error;
wire                w_en_r_value_error;
wire                w_en_r_value;
wire                w_en_r_rdy;
wire                w_en_r_flag;
wire                w_rdy;
wire                w_flag;
localparam COUNTER_MSB      = POWER_OF_THE_CHECKED_ADRESSES;
localparam START_POINT      = 64;
reg     [ ADR_WIDTH - 1 :  0 ]     r_addr;
reg     [ COUNTER_MSB :  0 ]       r_counter;       
reg     [ $clog2(ITERATION) : 0 ]  r_iter;
reg     [ 15 : 0 ]                 r_do;            
reg                                r_rdy;
reg                                r_flag;
reg     [ ADR_WIDTH - 1 :  0 ]     r_addr_error;
reg     [ DATA_WIDTH - 1 :  0 ]    r_value_error;
reg     [ DATA_WIDTH - 1 :  0 ]    r_value;
reg     [  4 :  0 ]                r_state;
localparam INIT_1           = 4'b0000;
localparam INIT_2           = 4'b0001;
localparam WRITE_0          = 4'b0010;
localparam WRITE_0_WAIT     = 4'b0011;
localparam READ             = 4'b0100;
localparam READ_TO_WRITE    = 4'b0101;
localparam WRITE            = 4'b0110;
localparam WRITE_TO_READ    = 4'b0111;
localparam ERROR            = 4'b1000;
localparam PASS             = 4'b1001;
assign WE                 = (r_state == WRITE_0) || 
                            (r_state == WRITE) 
                            ? 1'b1 : 1'b0;
assign RE                 = (r_state == READ)  
                            ? 1'b1 : 1'b0;
assign DO                 = (r_state == WRITE)              
                            ? ~r_do : r_do;                  
assign w_en_r_rdy         =  
                            (r_state == READ_TO_WRITE && MEM_RDY && r_do != DI) ||
                            (r_state == PASS) ||
                            (r_state == ERROR)
                             ? 1'b1 : 1'b0;
assign w_rdy              =  
                            (r_state == READ_TO_WRITE && MEM_RDY && r_do != DI) ||
                            (r_state == PASS) ||
                            (r_state == ERROR) 
                             ? 1'b1 : 1'b0;
assign w_en_r_flag        =  
                            (r_state == READ_TO_WRITE && MEM_RDY && r_do != DI) ||
                            (r_state == READ && (r_iter == ITERATION))
                            ? 1'b1 : 1'b0;
assign w_flag             =  
                            (r_state == READ_TO_WRITE && MEM_RDY && r_do != DI)
                            ? 1'b1 : 1'b0;
assign w_en_r_addr        =  
                            (r_state == WRITE_0 && MEM_RDY ) ||
                            (r_state == WRITE && MEM_RDY )                                               
                            ? (r_iter == 0 || r_iter == 2 || r_iter == 4 ) : 1'b0;                       
assign w_sclr_r_addr      = (r_state == WRITE_0 && MEM_RDY && ~r_counter[COUNTER_MSB]) ||
                            (r_state == WRITE && MEM_RDY && ~r_counter[COUNTER_MSB])
                            ? 1'b1 : 1'b0;
assign w_en_r_counter     = (r_state == INIT_2) ||
                            (r_state == WRITE_0 && MEM_RDY ) ||
                            (r_state == WRITE && MEM_RDY ) ||
                            (r_state == WRITE_0_WAIT && r_counter[COUNTER_MSB]) ||
                            (r_state == WRITE_TO_READ && MEM_RDY && r_counter [COUNTER_MSB])
                            ? 1'b1 : 1'b0;
assign w_sclr_r_counter   = (r_state == INIT_2) ||
                            (r_state == WRITE_0_WAIT && r_counter[COUNTER_MSB]) ||
                            (r_state == WRITE_TO_READ && MEM_RDY && r_counter [COUNTER_MSB])
                            ? 1'b1 : 1'b0;
assign w_en_r_addr_error  = (r_state == READ_TO_WRITE && MEM_RDY && r_do != DI)                 ? 1'b1 : 1'b0;
assign w_en_r_value_error = (r_state == READ_TO_WRITE && MEM_RDY && r_do != DI)                 ? 1'b1 : 1'b0;
assign w_en_r_value       = (r_state == READ_TO_WRITE && MEM_RDY && r_do != DI)                 ? 1'b1 : 1'b0;
assign w_en_r_iter        = ((r_state == WRITE_TO_READ || r_state == WRITE_0_WAIT) && ~MEM_RDY && r_counter [COUNTER_MSB])    ? 1'b1 : 1'b0;
assign w_en_r_do          = (r_state == WRITE_TO_READ && MEM_RDY && r_counter [COUNTER_MSB] && (r_iter != 1'd0))    ? 1'b1 : 1'b0;
assign A                  = r_addr;                                 
assign RDY                = r_rdy;
assign FLAG               = r_flag;
assign ADDR_ERR           = r_addr_error;
assign VALUE_ERR          = r_value_error;
assign VALUE_EXP          = r_value;
    always @(posedge CLK or negedge NRESET)
        if (~NRESET)
            r_addr <= '0;
        else
            if (w_en_r_addr)
                if (w_sclr_r_addr)   
                    r_addr <= r_addr + 1;
                else
                    r_addr <= r_addr;
            else
                if(w_sclr_r_addr)
                    r_addr <= r_addr - 1;
                else
                    r_addr <= r_addr;
    always @(posedge CLK or negedge NRESET)
        if (~NRESET)
            r_counter <= START_POINT - 2;
        else
            if (w_en_r_counter)
                if(w_sclr_r_counter)
                    r_counter <= START_POINT - 2;
                else
                    if (~r_counter[COUNTER_MSB])
                        r_counter <= r_counter - 1;
                    else
                        r_counter <= r_counter;
            else 
                r_counter <= r_counter;
    always @(posedge CLK or negedge NRESET)
        if (~NRESET)
            r_iter <= 0;
        else
            if (w_en_r_iter)
                r_iter <= r_iter + 1;
    always @(posedge CLK or negedge NRESET)
        if (~NRESET)
            r_do <= 0;
        else
            if (w_en_r_do)
                r_do <= ~r_do;    
    always @(posedge CLK or negedge NRESET)
        if (~NRESET)
            r_addr_error <= 0;
        else
            if (w_en_r_addr_error)
                r_addr_error <= r_addr;
    always @(posedge CLK or negedge NRESET)
        if (~NRESET)
            r_value_error <= 0;
        else
            if (w_en_r_value_error)
                r_value_error <= DI;
    always @(posedge CLK or negedge NRESET)
        if (~NRESET)
            r_value <= 0;
        else
            if (w_en_r_value)
                r_value <= r_do;
    always @(posedge CLK or negedge NRESET)
        if (~NRESET)
            r_rdy <= 0;
        else
            if (w_en_r_rdy)
                r_rdy <= w_rdy;
    always @(posedge CLK or negedge NRESET)
        if (~NRESET)
            r_flag <= 0;
        else
            if (w_en_r_flag)
                r_flag <= w_flag;
    always @(posedge CLK or negedge NRESET)
        if (~NRESET)
            r_state <= INIT_1;
        else
            case
                (r_state)
                    INIT_1: begin
                            r_state <= INIT_2;
                    end
                    INIT_2: begin
                        if (MEM_RDY) 
                            r_state   <= WRITE_0;
                        else
                            r_state   <= INIT_2;
                    end
                    WRITE_0: begin
                        if (~MEM_RDY)
                            r_state   <= WRITE_0_WAIT;
                    end
                    WRITE_0_WAIT: begin
                        if (r_counter[COUNTER_MSB])
                            r_state   <= READ;
                        else if (MEM_RDY)                   
                            r_state   <= WRITE_0;
                    end
                    READ:  begin
                        if (r_iter == ITERATION)
                            r_state   <= PASS;
                        else if (~MEM_RDY)
                            r_state <= READ_TO_WRITE;
                    end
                    READ_TO_WRITE: begin
                        if (MEM_RDY && (r_do != DI)) 
                            r_state <= ERROR;
                        else if (MEM_RDY && (r_do == DI))
                            r_state <= WRITE;
                    end
                    WRITE:  begin
                        if (~MEM_RDY)
                            r_state <= WRITE_TO_READ;
                    end
                    WRITE_TO_READ: begin
                        if (MEM_RDY) 
                            r_state <= READ;
                    end
                    ERROR:  begin
                            r_state <= ERROR;
                    end
                    PASS:  begin
                            r_state <= PASS;
                    end
                    default: begin
                            r_state <= INIT_1;
                    end
            endcase
endmodule
`resetall
==> qor.yml <==
status: "completed"
first_pass_iters: 4
antenna_found_initial: 0
endpoint_kind: "flop"
die_w_microns: 111
top_area_cell: "dfrtp_1"
slew_viol_final: 0
synth_flops: 85
common_cells: "dfrtp_1, xor2_1, nand2_1"
ctsResizeCount: 0
dpl_cell_area_sq_mm: 0.00570
worstMarginPinSlew_ns: 0.629
num_io_pins: 85
clk_pin_slew_worst_paths_ns: 0.06
viasPerCell: 5.20
edf_count: 0
finalNonFillerCells: 691
tns_ns: 0
yosys_warnings: 1
synthArstFlopShare_pct: 100
die_h_microns: 111
core-area_sq_mm: 0.0115
dp_slack_ns: 2.45
topCellsByArea: "dfrtp_1, xor2_1, ha_1, mux2_2, nand2_1"
synthFlopType: "dfrtp_1"
synth_cell_types: 57
required_ns: 7.58
period_used_pct: 62.3
report.final.hold_viol_count: 0
syn2layout_area_growth_pct: 27.1
track_usage_pct: 17.8
yosys_cells: 459
final_util_pct: 52.3
yosysTopAreaCellShare_pct: 41.9
max_stage_delay_ns: 0.71
yosys.cell_count.top_type: "dfrtp_1"
hpwl_mm: 6.98
die_area_sq_mm: 0.0122
cap_violations: 0
routabilityCongestion: 0.872
grt_pass1_vias: 3558
cts_tree: "built"
clock.fmax_mhz: 220
start_kind: "primary input"
fin_hold_ws_ns: 0.461
clk_path_buf_depth: 2
worst-path-max-fanout: 26
path_cells: "clkdlybuf4s50_1 > o21ai_0 > or3_1 > buf_4 > ha_1 > and2_1 > nand2_1 > nor3_1 > nor2_1 > or4_1 > nand3_1"
syn_inst: 459
grt_pass1_wl_mm: 17.3
globalRouteOverflowTotal: 0
max_slew_margin_pct: 58.0
fin_crit_ns: 4.55
diodes: 0
drt-initial-drc-count: 158
ir_drop_mv: 0.148
worstSetupPathType: "primary input to flop"
grt_max_degree: 50
drive_gt1_share_pct: 10.4
antenna_left: 0
clock_skew_ns: 0.00877
ys_chip_area_sq_mm: 0.00471
cts-root-buf: "clkbuf_16"
fin_ws_ns: 2.75
syn_avg_cell_area_sq_um: 10.3
crit_arrival_ns: 4.83
cts_made_buffers: 9
cts_num_sinks: 85
yosys.stat.seqShare_pct: 45.3
hold_path_class: "flop to flop"
synth_area_sq_mm: 0.00471
clkLatencyLatePin_ns: 0.35
cts_setup_buffers: 0
fin_area_sq_mm: 0.00599
drc: 0
cp_slowest_cell: "clkdlybuf4s50_1"
fp_util_pct: 41.1
rsz0062_at_grt: "no"
avgRoutedWirePerCell_microns: 14.6
setup_viol: 0
htreeDepth: 3
p_leak_nw: 2.89
finalPower_mw: 1.95
numPortBuffers: 84
tool_warnings: 29
place_inst: 675
detailroute.via_count: 3590
totalWireLength_mm: 10.1
row_count: 39
cts_hold_buf: 0
p_per_area_mw_per_mm2: 326
-- state kept, by name, indices dropped and copies added, names as in the netlist --
register       count
r_addr            22
r_addr_error      22
r_do              16
r_state           10
r_counter          7
r_iter             4
r_flag             1
r_rdy              1
r_value            1
r_value_error      1
-- logic make-up after synthesis --
logic type	Yosys count	share of synthesized area (%)
AOI/OAI and AO/OA	96	12.7
other	1	0.0795
adders and majority gates	27	7.32
buffers and inverters	32	2.92
and+or+nand+nor	122	12.5
muxes	27	6.37
xor gates and xnor gates	69	12.8
DFF	85	45.3
-- layout by cell type (no fill, tap or decap), types with 3 or more instances in the layout --
master            n
a22oi_1           3
dfrtp_1          79
nor4_1            7
buf_4             7
nand2_1          44
xnor2_1          12
nor2_1           22
nand4_1           8
xor2_1           57
dfstp_2           6
o21ai_0          30
nor3_1            7
inv_1            15
nand3_1           9
mux2i_1           3
and3_1            9
a21o_1            7
mux2_2           24
ha_1             26
clkbuf_16         9
a21oi_1          27
clkdlybuf4s50_1  83
o21a_1            3
o31ai_1           3
-- final timing paths --
path,depth (start not counted),start,endpoint,slack [ns]
max,11,MEM_RDY,r_addr[16],2.75
min,1,r_state[1],r_state[1],0.46
max reg2reg,11,r_state[4],r_addr[16],4.00
min reg2reg,1,r_state[1],r_state[1],0.46
max in group asynchronous,2,NRESET,r_iter[1],5.20
min in group asynchronous,1,NRESET,r_do[1],1.07
-- final cells by class --
| cell class | count | area [sq um] |
|---|---|---|
| clock inverter | 4 | 47.5 |
| clock buffer | 12 | 246 |
| tap | 143 | 179 |
| multi-input combinational | 342 | 2450 |
| sequential | 85 | 2130 |
| inverter | 15 | 56.3 |
| fill | 1014 | 5470 |
| timing repair buffer | 90 | 883 |
-- report_power, final --
part	internal, mW	switching (mW)	total (mW)
Clock	0.273	0.181	0.455
Combinational	0.430	0.433	0.863
Sequential	0.553	0.0834	0.636
Total	1.26	0.698	1.95
-- worst max-delay path: cells and delay by family --
| kind | cells | cell delay (ns) |
|---|---|---|
| AOI/OAI and AO/OA | 1 | 0.20 |
| adders and majority gates | 1 | 0.50 |
| and+or+nand+nor | 7 | 1.71 |
| buffers and inverters | 2 | 0.96 |
-- routing by layer --
layer / global-route usage, % / wire length [microns]
met3: 3.53 / 467
met1: 28.1 / 5010
met5: 0 / 0
met2: 27.1 / 4450
met4: 2.84 / 188
